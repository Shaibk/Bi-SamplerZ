==> flow/design.v <==
module flt272int (
    input  clk                      ,
    input  valid,
    input  logic [63:0] fpr_mu_l,
    input  logic [63:0] fpr_mu_r,
    input  logic [63:0] fpr_isigma,
    output logic [71:0] r_l,
    output logic [71:0] r_r,
    output logic [71:0] isigma,    
    output logic [63:0] int_mu_l   , 
    output logic [63:0] int_mu_r    
);
    logic [51:0] mu_l_frn, mu_r_frn, isigma_frn; 
    logic [10:0]  mu_l_exp, mu_r_exp, isigma_exp; 
    logic [71:0] isigma_cmp;
    logic [1:0] cnt;
    logic [51:0] mu_l_tmp, mu_r_tmp;
    logic [51:0] mul_tmp, mur_tmp;
    assign mu_l_frn   = fpr_mu_l[51:0];
    assign mu_r_frn   = fpr_mu_r[51:0];
    assign isigma_frn = fpr_isigma[51:0];
    assign mu_l_exp = fpr_mu_l[62:52]-11'd1023; 
    assign mu_r_exp = fpr_mu_r[62:52]-11'd1023;
    assign isigma_exp  = 11'd1022 - fpr_isigma[62:52]; 
    always_ff @(posedge clk) begin
        if(!valid)         cnt <= 2'b0;
        else if(cnt != 2'b10)  cnt <= cnt + 2'b1;
        else               cnt <= cnt;
    end
    always_ff @(posedge clk) begin 
        if(valid &&(cnt == 0)) begin
             mu_l_tmp <= mu_l_frn << mu_l_exp;
             mu_r_tmp <= mu_r_frn << mu_r_exp;   
        end else if (cnt == 1) begin
            r_l <= {mu_l_tmp,20'b0};
            r_r <= {mu_r_tmp,20'b0};
        end else begin
            mu_l_tmp <= mu_l_tmp;
            mu_r_tmp <= mu_r_tmp;
        end
    end
assign isigma_cmp = {1'b1,isigma_frn,19'b0}; 
    always_ff @(posedge clk) begin
        if(valid) begin
            isigma <= isigma_cmp >> isigma_exp;
        end else begin
            isigma <= isigma;
        end
    end
assign int_mu_l = {1'b0,fpr_mu_l[62:52],mul_tmp};
assign int_mu_r = {1'b0,fpr_mu_r[62:52],mur_tmp};
    always_ff @(posedge clk) begin
        if(valid && (cnt == 0)) begin
            mul_tmp <= mu_l_frn >> (52-mu_l_exp);
            mur_tmp <= mu_r_frn >> (52-mu_r_exp);
        end else if (cnt == 1) begin
            mul_tmp <= mul_tmp << (52-mu_l_exp);
            mur_tmp <= mur_tmp << (52-mu_r_exp);
        end else begin
            mul_tmp <= mul_tmp;
            mur_tmp <= mur_tmp;
        end
    end
endmodule
==> flow/run.sh <==
#!/bin/bash
# OpenROAD 26Q1-2900-gdf79404cd8, Yosys 0.63+post, stock flow scripts
make -C /OpenROAD-flow-scripts/flow DESIGN_CONFIG=/design/flow/config.mk WORK_HOME=/design/flow/orfs finish
==> flow/config.mk <==
export PLATFORM = sky130hd
export DESIGN_NAME = flt272int
export DESIGN_NICKNAME = flt272int
export VERILOG_FILES = /design/flow/design.v
export SDC_FILE = /design/flow/constraint.sdc
export NUM_CORES = 4
export LEC_CHECK = 1
export CORE_UTILIZATION = 40
==> flow/constraint.sdc <==
current_design flt272int

set clk_period 18.7
set clk_io_pct 0.2

create_clock -name clk0 -period $clk_period [get_ports {clk}]

set non_clock_inputs [all_inputs -no_clocks]
set_input_delay [expr $clk_period * $clk_io_pct] -clock clk0 $non_clock_inputs
set_output_delay [expr $clk_period * $clk_io_pct] -clock clk0 [all_outputs]
==> impl_metrics.json <==
{
  "cts_setup_buffers": 0,
  "r2r-start": "cnt[0]",
  "rsz0062_at_grt": "false",
  "syn2layout_area_growth_pct": 18.9,
  "cp.required_ps": 14960,
  "io-pin-count": 538,
  "layout-drive-gt1-share_pct": 14.0,
  "layoutNonFillerInstCount": 5593,
  "place_congestion": 1.03,
  "path_cells": "clkdlybuf4s50_1 -> clkdlybuf4s50_1",
  "log.warning_count": 30,
  "switching_share_pct": 38.3,
  "htreeDepth": 2,
  "crit_family": "buffers and inverters",
  "intPower_mw": 2.70,
  "status": "complete, no violations",
  "grt_pass1_vias": 33300,
  "hold_depth": 0,
  "grt_first_pass_wirelength_um": 230000,
  "wl_um": 158000,
  "clkPwrFrac_pct": 21.3,
  "critPathArrivalTime_ps": 5310,
  "clk_latency_ps": 650,
  "place_inst": 5509,
  "r2r_end": "mur_tmp[22]",
  "clk_pin_slew_ps": 60,
  "p_seq_share_pct": 34.1,
  "hold_buffers": 0,
  "dp_hpwl_um": 120000,
  "top_area_share_pct": 30.7,
  "syn_inst": 4046,
  "synthTopCellsByArea": "edfxtp_1 (31%), mux4_2 (13%), mux2i_1 (11%)",
  "whs_endpoint": "r_l[43]",
  "first_iter_violations": 3682,
  "final-max-slew-violation-count": 0,
  "cts_buffer_depth": 3,
  "leakage_nw": 15.7,
  "period_minus_slack_ps": 9050,
  "r2r_slack_ps": 15040,
  "track_usage_pct": 34.5,
  "fin_setup_tns_ps": 0,
  "timing.hold.ws_ps": 415,
  "cts.repair.resized": 0,
  "fp_util_pct": 40.7,
  "avgSynthCellArea_um2": 9.27,
  "cts_sinks": 386,
  "p_sw_mw": 1.67,
  "max-slew-margin-rel_pct": 32.1,
  "synthDistinctLibCells": 101,
  "end_kind": "output pin",
  "cts_tree": "done",
  "core_region_area_mm2": 0.0922,
  "flop_cell": "edfxtp_1",
  "path_buffers": 2,
  "path_common_cell": "clkdlybuf4s50_1",
  "max_freq_mhz": 110,
  "via_per_inst": 6.33,
  "worstHoldStart": "mu_l_tmp[23]",
  "skew_ps": 55.1,
  "chipHeight_um": 308,
  "cts_buffers": 44,
  "ys_chip_area_mm2": 0.0375,
  "setup_violations": 0,
  "vdd_drop_max_mv": 0.0770,
  "utilization_pct": 48.4,
  "async_flop_share_pct": 0,
  "antenna_found_initial": 6,
  "drt_pass1_iterations": 9,
  "grt_max_degree": 69,
  "min_path_type": "reg2reg",
  "ys_warn_count": 1,
  "syn_area_mm2": 0.0375,
  "power_frac_comb_pct": 44.6,
  "criticalPathCategory": "in2out",
  "cp-start-kind": "primary input",
  "ys.flops": 386,
  "grt_overflow": 0,
  "via_count": 35400,
  "reg2reg_depth": 10,
  "synth_seq_share_pct": 30.9,
  "die_area_mm2": 0.0950,
  "max-cap-violations": 0,
  "die_w_um": 308,
  "portBuffers": 492,
  "drcViolationCount": 0,
  "slowest_stage": "clkdlybuf4s50_1",
  "finalClockPeriodUsage_pct": 48.4,
  "postRouteAntennaNets": 0,
  "layout.cells.most_common": "nor2_1",
  "cp_max_fo": 17,
  "tightest_slew_ps": 1000,
  "powerDensity_mw_per_mm2": 97.9,
  "cts_root_buffer": "clkbuf_16",
  "yosysCellCount": 4046,
  "yosysTopAreaCell": "edfxtp_1",
  "hold_viol": 0,
  "cpPeakStageDelay_ps": 980,
  "rows": 111,
  "final_cell_mix": "nor2_1 (509), clkdlybuf4s50_1 (486), nand2_1 (478)",
  "edf_count": 384,
  "wl_per_cell_um": 28.3
}
[synth_stat cells (all sizes together) (8+ instances only)]
library cell  count
a21oi           238
a21o             15
nand4            23
edfxtp          384
o21ai           207
o2111ai          16
and3             35
mux2             99
a32oi            35
o221ai           15
a31oi            61
a21boi            9
a311oi           17
o311ai            9
o21a             12
nor3             86
nand2b           27
or2              16
nor2            515
a22o              8
or3              27
clkbuf          149
nor4             15
o211ai           77
mux4            221
o2bb2ai          14
a22oi            50
buf             280
o22ai            55
nand3           118
o32ai            12
and2             38
nor2b            12
a211oi           91
xnor2            25
inv              26
nand2           481
xor2             14
o31ai             9
a211o            14
mux2i           395
[per-stage QoR]
step	cell area (um2)	power [mW]	setup WS [ps]
4_1_cts	44600	4.37	9650
2_1_floorplan	37700	2.48	8300
5_1_grt	44600	4.59	9590
3_5_place_dp	43100	3.41	9650
3_3_place_gp	43100	3.42	9640
6_report	44600	4.37	9650
[worst max-delay path by stage]
stage     cells after the start         start      endpoint  slack [ps]
4_1_cts                       2  fpr_mu_r[56]  int_mu_r[56]        9650
5_1_grt                       2  fpr_mu_r[55]  int_mu_r[55]        9590
6_report                      2  fpr_mu_r[55]  int_mu_r[55]        9650
[power groups by stage]
stage	clock network [mW]	registers, mW	logic [mW]
after global routing	0.980	1.52	2.08
after CTS	0.951	1.49	1.92
final	0.929	1.49	1.95
[area by class of cell]
cell class / instances / area, um2
clock buffer: 51 / 1140
clock inverter: 30 / 385
timing repair buffer: 608 / 5790
antenna: 3 / 7.51
fill: 8740 / 47600
tap: 1243 / 1560
multi-input combinational: 3245 / 24100
inverter: 27 / 111
sequential: 386 / 11600
[logic make-up (layout without fill, tap and decap cells)]
logic type / Yosys count / after routing / synth area share, %
and+or+nand+nor: 1421 / 1421 / 16.8
AOI/OAI and AO/OA: 1022 / 1022 / 18.0
muxes: 715 / 715 / 26.8
buffers and inverters: 456 / 716 / 6.32
DFF: 386 / 386 / 30.9
xor gates and xnor gates: 39 / 39 / 1.05
adders and majority gates: 6 / 6 / 0.200
other: 1 / 45 / 0.0100
[per-layer routing]
layer  wire, um  GRT usage [%]
met3      17500           12.0
met2      68200           48.6
met5         25              0
met4       6840           11.6
met1      65800           51.3
[state kept, by name (all words and copies together), names as in the netlist]
register / count
cnt: 2
r_l: 52
mu_l_tmp: 52
mul_tmp: 52
r_r: 52
mu_r_tmp: 52
mur_tmp: 52
isigma: 72
Power figures rest on the tool's default switching activity, not on a simulated workload.
