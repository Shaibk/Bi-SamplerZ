File: ./run.sh
#!/bin/bash
# OpenROAD 26Q1-2900-gdf79404cd8, Yosys 0.63+post, stock flow scripts
make -C /OpenROAD-flow-scripts/flow DESIGN_CONFIG=/design/flow/config.mk WORK_HOME=/design/flow/orfs finish
File: ./config.mk
export PLATFORM = sky130hd
export DESIGN_NAME = MUL63
export DESIGN_NICKNAME = MUL63
export VERILOG_FILES = /design/flow/design.v
export SDC_FILE = /design/flow/constraint.sdc
export NUM_CORES = 4
export LEC_CHECK = 1
export CORE_UTILIZATION = 40
export SYNTH_HDL_FRONTEND = slang
File: ./constraint.sdc
current_design MUL63

set clk_period 38.2
set clk_io_pct 0.2

create_clock -name clk0 -period $clk_period

set non_clock_inputs [all_inputs -no_clocks]
set_input_delay [expr $clk_period * $clk_io_pct] -clock clk0 $non_clock_inputs
set_output_delay [expr $clk_period * $clk_io_pct] -clock clk0 [all_outputs]
File: ./design.v
module MUL63 (
    input logic [62:0] data_in_a,
    input logic [62:0] data_in_b,
    input logic        data_valid,
    output logic [62:0] data_out_ab
);
    logic [125:0] data_out_ex;
    always_comb begin
        if (data_valid) begin
            data_out_ex = data_in_a * data_in_b;
            data_out_ab = data_out_ex[125:63];
        end else
            data_out_ab = 'b0;
    end
endmodule
==> results_slide.txt <==
Implementation Results

Final layout
  • Final Non-Filler Cells: 17527
  • Top Layout Cells: 3778 x inv_1, 3718 x fa_1, 2395 x nand2_1
  • Cell area after layout: 129000 um2
  • Register area: 0 um2
  • # clk buffers: 0
  • P&R area growth vs syn: 3.93%
  • Fraction of layout cells with a size suffix above 1: 2.91%
  • Flops: 0
  • Top cell excl fill/tap: inv_1

Flow run
  • Max-Cap Viols: 0
  • Tool warnings: 33

Final timing
  • Peak Freq: 0.0368 GHz
  • Final setup violation count: 0
  • Hold Fails Final Rpt: 0
  • Min Tclk post-route: 27.19 ns
  • Fin crit share: 71.2%
  • Worst Max-Slew Pin Slew: 1.21 ns
  • Worst slew margin: 18.5%
  • Final slew viol count: 0
  • Final setup TNS: 0 ns
  • RSZ-0062 raised after global routing: false

Synth
  • Avg Inst Size Synth: 8.91 um2
  • Chip area in the Yosys report: 124000 um2
  • Warning count from the yosys run: 0
  • Cell type with the largest total area: fa_1
  • Synth area leaders: fa_1 60%, inv_1 11%, and2_1 8.7%, nand2_1 7.3%, ha_1 5.8%
  • Top area contributor share: 60.1%
  • Synth Cell Area: 124000 um2
  • Ys cells: 13898
  • Gate count of the mapped netlist: 13898
  • Post-synth cell types: 66
  • Seq/Total Area, Yosys: 0%

GRT
  • Initial antenna violation count: 33
  • First-pass GRT wire length: 609000 um
  • Largest net degree at the start of global routing: 64
  • Number of global-route vias before repair: 98298
  • Total grt overflow: 0
  • Global Route Usage Sum: 28.1%

Placement
  • Inst Count DP: 17516
  • Post-Place Cell Area: 129000 um2
  • RePlAce Congestion: 1.07
  • I/O Buffers: 190
  • Dpl hpwl: 327000 um

Pwr
  • P_int: 0.0296 W
  • Peak supply drop: 1660 uV
  • Pleak: 67.2 nW
  • P_sw: 0.0549 W
  • Switching part of the total power: 65.0%
  • Pwr dens: 657 nW/um2

Setup path
  • Req. time, crit path: 30.56 ns
  • Max Fanout on Critical Path: 25
  • Endpoint type of the worst setup path: output port
  • Critical path launch point: data_in_a[26]
  • Worst path slowest cell: nor3_1
  • Critical Path Max Stage Delay: 0.79 ns
  • CP Capture Point: data_out_ab[47]
  • Critical Path Start Type: input port
  • Crit path kind: input port to output port
  • CP dominant cell by count: fa_1
  • Arrival time worst endpoint: 19.55 ns

Floorplanning
  • DIE HEIGHT: 558 um
  • # IOs: 190
  • Core Area: 307000 um2
  • Die Wd: 558 um
  • FP Util: 40.3%
  • Die Footprint: 312000 um2
  • Cell row count: 203

Min path
  • Worst Hold Class: input port to output port
  • Hold Crit Depth: 4

Detailed routing
  • Post-DRT Antenna Nets: 0
  • Vias per cell: 4.99
  • DR DRC count: 0
  • Vias: 87423
  • Initial detailed-routing violation count: 3613
  • First-pass iteration count of the detailed router: 8
  • Routed WL per cell: 21.9 um
  • DRT Wirelength: 385000 um

Outcome
  • Status: completed

Clock network
  • Post-CTS Hold Buffers: 0
  • Post-CTS sizing: 0
  • Setup bufs post-CTS: 0
-- cell families (layout without fill, tap and decap cells) --
logic type               Yosys count  in the layout  share of synthesized area, %
other                              0             11                             0
buffers and inverters           4701           4219                          14.3
multiplexers                       3              3                        0.0263
XOR/XNOR                          56             56                         0.396
adder cells (fa/ha/maj)         4291           4291                          65.9
AND/OR/NAND/NOR                 4415           4415                          17.2
AND-OR/OR-AND                    432            432                          2.22
-- layer usage --
layer  global-route usage, %  vias to the layer above  wire length (um)
met3                    16.5                      498             56300
met2                    40.8                     4064            172000
li1                        -                    37501                 -
met5                   0.324                        -               297
met4                    6.58                       36             11900
met1                    37.6                    45324            144000
-- cells in the mapped netlist, types with 5 or more instances --
master / instances
a211o_1: 8
a211oi_1: 9
a21o_1: 45
a21oi_1: 156
a221oi_1: 10
a31oi_1: 9
and2_1: 1712
and3_1: 7
clkbuf_1: 919
fa_1: 3718
ha_1: 573
inv_1: 3778
nand2_1: 2395
nand2b_1: 8
nand3_1: 30
nand4_1: 56
nor2_1: 144
nor2b_1: 6
nor3_1: 23
nor4_1: 8
o211ai_1: 11
o21a_1: 17
o21ai_0: 81
o21bai_1: 30
o22ai_1: 5
o31ai_1: 10
or3_1: 6
xnor2_1: 34
xor2_1: 22
-- worst max-delay path, delay by kind of cell --
kind	cells	cell delay, ns
and+or+nand+nor	6	2.48
adders and majority gates	10	5.11
buffers and inverters	9	2.21
AOI/OAI and AO/OA	6	2.03
-- worst min-delay path by stage --
| stage | slack, ns | start | end |
|---|---|---|---|
| final | 16.48 | data_valid | data_out_ab[18] |
| after global routing | 16.52 | data_valid | data_out_ab[18] |
| after CTS | 16.48 | data_valid | data_out_ab[18] |
-- final cells by class --
class / count / area, um2
Timing Repair Buffer: 440 / 3160
Fill cell: 30601 / 178000
Antenna cell: 11 / 27.5
Tap cell: 4100 / 5130
Inverter: 3779 / 14200
Multi-Input combinational cell: 9197 / 106000
-- through the flow --
stage	worst slack, ns	hold slack [ns]	total power, W	util [%]
2_1_floorplan	14.44	15.49	0.0493	-
3_5_place_dp	11.17	16.47	0.0833	41.9
3_3_place_gp	11.24	16.49	0.0840	41.9
6_report	11.01	16.48	0.0845	41.9
4_1_cts	11.09	16.48	0.0839	41.9
5_1_grt	10.64	16.52	0.0920	41.9
-- power by group through the flow --
stage / Sequential, W / Clock [W] / Combinational, W
after CTS: 0 / 0 / 0.0839
after global routing: 0 / 0.00000000000359 / 0.0920
Power and IR drop assume default switching activity.
