### ./run.sh
#!/bin/bash
# OpenROAD 26Q1-2900-gdf79404cd8, Yosys 0.63+post, stock flow scripts
make -C /OpenROAD-flow-scripts/flow DESIGN_CONFIG=/design/flow/config.mk WORK_HOME=/design/flow/orfs finish
### ./config.mk
export PLATFORM = sky130hd
export DESIGN_NAME = bef_loop
export DESIGN_NICKNAME = bef_loop
export VERILOG_FILES = /design/flow/design.v
export SDC_FILE = /design/flow/constraint.sdc
export NUM_CORES = 4
export LEC_CHECK = 1
export CORE_UTILIZATION = 50
### ./constraint.sdc
current_design bef_loop

set clk_period 29.7
set clk_io_pct 0.2

create_clock -name clk0 -period $clk_period [get_ports {clk}]

set non_clock_inputs [all_inputs -no_clocks]
set_input_delay [expr $clk_period * $clk_io_pct] -clock clk0 $non_clock_inputs
set_output_delay [expr $clk_period * $clk_io_pct] -clock clk0 [all_outputs]
### ./design.v
module SUB81 (
    input logic [80:0] data_in_a,
    input logic [80:0] data_in_b,
    input logic        data_valid,
    output logic [80:0] data_out
);
    always_comb begin
        if (data_valid) begin
            data_out = data_in_a - data_in_b;
        end else begin
            data_out = 'b0;
        end
    end
endmodule
module bef_loop #(
parameter iLN2 = 73'h171547652b820000000, 
parameter LN2  = 72'hb17217f7d1d0000000
)
( 
   input clk,
    input rst_n,
    input logic valid,
    input logic [7:0] rdm8,
    input logic [4:0] z0,
    input logic [71:0] r_72,
    input logic [71:0] sqr2_isigma,
    output logic [62:0] z_63,
    output logic [5:0] s_6,
    input logic [80:0] MUL_data_out,
    output logic      MUL_data_valid,
    output logic [80:0] MUL_data_in_a,
    output logic [80:0] MUL_data_in_b,
    output logic done
);
logic [80:0] SUB_data_out;
logic       SUB_data_valid;
logic [80:0] SUB_data_in_a;
logic [80:0] SUB_data_in_b;
logic [2:0] cnt;
logic [80:0] z_r;
logic [80:0] sqr_z_r;
logic [7:0] s_tmp; 
logic [80:0] MUL_tmp; 
logic [80:0] MUL_tmp2,MUL_tmp3; 
logic [80:0] x_81;
logic [71:0] r_Ber; 
wire b = rdm8[0]; 
always_ff @(posedge clk or negedge rst_n) begin
    if (!rst_n) begin
        cnt <= 'd0;
    end else if (valid) begin
        cnt <= (cnt < 'd7)? cnt + 'd1 : cnt;
    end else begin
        cnt <= 'd0;
    end
end
always_ff @(posedge clk or negedge rst_n) begin
    if (!rst_n) begin
        done <= 'b0;
    end else if (valid && (cnt == 'd6)) begin
        done <= 'b1;
    end else begin
        done <= 'b0;
    end
end
always_comb begin
    case (cnt) 
        'd1: begin SUB_data_valid = '1;
                  SUB_data_in_a = (b == 'd0)? {4'b0,z0,r_72} : {4'b0,z0,72'b0} + '1; 
                  SUB_data_in_b = (b == 'd0)? 'd0             : {9'b0,r_72};
        end
        'd4: begin SUB_data_valid = 'd1; SUB_data_in_a = MUL_tmp; SUB_data_in_b = MUL_tmp2; end
        'd7: begin SUB_data_valid = 'd1; SUB_data_in_a = x_81 ; SUB_data_in_b = MUL_tmp3; end
        default : begin SUB_data_valid = 'd0; SUB_data_in_a = 'd0; SUB_data_in_b = 'd0; end
        endcase
end
always_ff @(posedge clk) begin if (cnt == 'd1) z_r <= SUB_data_out; end
always_ff @(posedge clk) begin if (cnt == 'd4) x_81 <= SUB_data_out; end
always_ff @(posedge clk) begin if (cnt == 'd7) r_Ber <= SUB_data_out[71:0]; end
always_comb begin
    case (cnt)
    'd2: begin MUL_data_valid = 'd1; MUL_data_in_a = z_r; MUL_data_in_b = z_r; end
    'd3: begin MUL_data_valid = 'd1; MUL_data_in_a = sqr_z_r; MUL_data_in_b = sqr2_isigma; end
    'd5: begin MUL_data_valid = 'd1; MUL_data_in_a = x_81; MUL_data_in_b = {8'b0,iLN2}; end
    'd6: begin MUL_data_valid = 'd1; MUL_data_in_a = {1'b0,s_tmp,72'b0}; MUL_data_in_b = {9'b0,LN2}; end
    default: begin MUL_data_valid = 'd0; MUL_data_in_a = 'd0; MUL_data_in_b = 'd0;end
    endcase
end
always_ff @(posedge clk) begin if (cnt == 'd2) sqr_z_r <= MUL_data_out;end
always_ff @(posedge clk) begin if (cnt == 'd3) MUL_tmp <= MUL_data_out;end
always_ff @(posedge clk) begin if (cnt == 'd5) s_tmp = MUL_data_out[79:72];end
always_ff @(posedge clk) begin if (cnt == 'd6) MUL_tmp3 = MUL_data_out;end
always_comb begin
    case (z0)
    'd0:  MUL_tmp2 = 81'h000000000000000000000000000;
    'd1:  MUL_tmp2 = 81'h0000000004d3e2f060ef0000000;
    'd2:  MUL_tmp2 = 81'h00000000134f8bc183bc0000000;
    'd3:  MUL_tmp2 = 81'h000000002b72fa7368670000000;
    'd4:  MUL_tmp2 = 81'h000000004d3e2f060ef00000000;
    'd5:  MUL_tmp2 = 81'h0000000078b1297977570000000;
    'd6:  MUL_tmp2 = 81'h00000000adcbe9cda19c0000000;
    'd7:  MUL_tmp2 = 81'h00000000ec8e70028dbf0000000;
    'd8:  MUL_tmp2 = 81'h0000000134f8bc183bc00000000;
    'd9:  MUL_tmp2 = 81'h00000001870ace0eab9f0000000;
    'd10: MUL_tmp2 = 81'h00000001e2c4a5e5dd5c0000000;
    'd11: MUL_tmp2 = 81'h000000024826439dd0f70000000;
    'd12: MUL_tmp2 = 81'h00000002b72fa73686700000000;
    'd13: MUL_tmp2 = 81'h000000032fe0d0affdc70000000;
    'd14: MUL_tmp2 = 81'h00000003b239c00a36fc0000000;
    'd15: MUL_tmp2 = 81'h000000043e3a7545320f0000000;
    'd16: MUL_tmp2 = 81'h00000004d3e2f060ef000000000;
    'd17: MUL_tmp2 = 81'h000000057333315d6dcf0000000;
    'd18: MUL_tmp2 = 81'h000000061c2b383aae7c0000000;
    default: MUL_tmp2 = 81'h000000000000000000000000000;
    endcase
end
always_ff @(posedge clk or negedge rst_n) begin 
    if (!rst_n) begin 
        s_6 <= 'd0;
    end else if (cnt == 'd6) begin
        s_6 <= (s_tmp < 'd63)? s_tmp[5:0] : 'd63;
    end
end
assign z_63   = r_Ber[71:9];
SUB81 uSUB81 (
    .data_in_a(SUB_data_in_a),
    .data_in_b(SUB_data_in_b),
    .data_out(SUB_data_out),
    .data_valid(SUB_data_valid)
);
endmodule
==> run notes <==
Notes on the physical implementation.

- The area growth from synthesis to layout is 26.40%.
- The count of library flops with an enable pin is 476, for reference.
- Per the final report, max-transition violations number 0.
- The clock tree from TritonCTS is done, for reference.
- The DRC violations left is 0, for reference.
- The average wire per standard cell is 25.20 µm, for reference.
- The upper clock frequency limit is 76.07 MHz, for reference.
- The worst setup slack before clock tree synthesis is 16.58 ns, for reference.
- The mean instance size in the synthesized netlist is 10.74 µm², for reference.
- The placed wire-length estimate is 62.53 mm, for reference.
- The final-report hold violation count is 0, for reference.
- Among logic cells in the layout, the one with the most instances is sky130_fd_sc_hd__edfxtp_1.
- After clock tree synthesis, the setup repair step added 0 buffers.
- STA classifies the critical path startpoint as an input port.
- The minimum clock period is 13.15 ns, for reference.
- The count of routing violations after the opening detailed-route iteration is 2251, for reference.
- The initial antenna violation count is 12, for reference.
- According to the floorplan report, the die height is 229.3 µm.
- In this run, distinct cell masters in the synthesized netlist total 73.
- The worst-case IR drop observed on VDD is 0.05771 mV.
- In this run, post-CTS repair resized a total of 0 instances.
- The number of cells on the worst reg-to-reg path is 18.
- The final route contains 22200 vias.
- The post-route met1 wirelength is 34.44 mm, for reference.
- The cell count after synthesis came out at 2405.
- The delay of the slowest cell on the worst path is 0.44 ns, for reference.
- Warnings reported by Yosys during synthesis add up to 2.
- The ratio of final minimum period to clock period is 44.26%, for reference.
- The maximum level of the CTS H-tree is 2, for reference.
- STA puts the critical path data arrival time at 7.21 ns.
- The number of global-route vias before repair is 22590, for reference.
- Total power normalized to cell area comes to 62.40 nW/µm².
- The cell repeated most along the worst path is sky130_fd_sc_hd__clkdlybuf4s50_1, for reference.
- The slack of the worst reg-to-reg path is 22.73 ns, for reference.
- The clock root buffer is sky130_fd_sc_hd__clkbuf_16, for reference.
- The count of tool warnings is 48, for reference.
- Looking at the reg2reg group, the worst path ends at z_r[80].
- The report puts the hold buffer count at CTS at 0.
- The number of setup violations in the final report is 0, for reference.
- Counting instances, the worst hold path has a depth of 1.
- The met2 routed wirelength is 41.94 mm, for reference.
- Ranked by total cell area, the synthesized netlist is headed by sky130_fd_sc_hd__edfxtp_1 55%, sky130_fd_sc_hd__ha_1 4.6%, sky130_fd_sc_hd__nor2_1 4.5%.
- After detailed routing, the total wire length is 88.41 mm.
- The quantity of I/O buffers inserted on ports is 466, for reference.
- The maximum number of pins on one net before global-route repair is 117, for reference.
- The worst-path maximum fanout is 1, for reference.
- The required time at the worst endpoint is listed as 23.76 ns.
- The I/O pin count is 474, for reference.
- TritonCTS created 49 clock buffers.
- The worst clock skew is 0.02299 ns, for reference.
- For the worst reg-to-reg path, the startpoint reported by OpenROAD is cnt[2].
- The summed instance area of the synthesized netlist is 25830 µm², for reference.
- The clock sink count is 486, for reference.
- The final timing report gives a worst setup slack of 16.55 ns.
- The wire length of the first global-routing pass is 134.4 mm, for reference.
- The number of max-capacitance violations reported is 0, for reference.
- The overall die size recorded for this design is 52580 µm².
- The internal portion of total power is 1.390 mW, for reference.
- At the end of routability-driven placement, the weighted congestion stood at 0.9833.
- At the floorplan stage, the core utilization is reported as 51.07%.
- Wire segments on met3 add up to 9.704 mm in the final route.
- Per the final layout report, the fraction of cells sized above drive strength 1 comes to 5.345%.
- The count of nets left with antenna violations after detail routing is 0, for reference.
- The number of synthesized register bits is 486, for reference.
- The share of total power dissipated in sequential elements is 41.1%.
- After clock tree synthesis, the clock-pin slew on the worst setup and hold paths is 0.05 ns.
- The largest area contributor in the synthesized netlist is sky130_fd_sc_hd__edfxtp_1, for reference.
- In the synthesized netlist the dominant register cell turns out to be sky130_fd_sc_hd__edfxtp_1.
- The most critical min-delay path falls under reg2reg.
- After detailed routing, the number of vias per cell comes to 6.328.
- Setup repair after global routing left no endpoint under its margin.
- Listed in order, past its start point the critical path passes clkdlybuf4s50_1 -> a221oi_1 -> nor2_1 -> clkdlybuf4s50_1.
- The startpoint-to-endpoint class of the critical path is in2out, for reference.
- As reported, the later end of the worst-skew pair has a clock insertion delay of 0.61 ns.
- The pin closest to its max-slew limit shows a slew of 0.8377 ns.
- In this run the top signal layer used is met5.
- The yosys cell count is 2405, for reference.
- The sum of overflow across all layers after global routing is 0, for reference.
- The aggregate global-route resource usage is 36.22%, for reference.
- The die is 229.3 µm wide.
- The chip area in the Yosys report is 25830 µm², for reference.
- In this run the static leakage power is 11.31 nW.
- The final setup TNS is 0 ns, for reference.
- The longest clock path from root to sink contains 3 buffers.
- The critical path's slowest stage uses the library cell sky130_fd_sc_hd__clkdlybuf4s50_1.
- The portion of synthesized cell area occupied by the leading cell type is 55.33%, for reference.
- The switching part of the total is 31.78%, for reference.
- Combinational cells account for 28.6% of the total power.
- The async set-reset flop share out of synthesis is 2.058%, for reference.
- The clock network fraction of total power is 30.3%, for reference.
- By instance count after routing, the leading logic cell types are 476 x sky130_fd_sc_hd__edfxtp_1, 464 x sky130_fd_sc_hd__clkdlybuf4s50_1, 308 x sky130_fd_sc_hd__nor2_1, 268 x sky130_fd_sc_hd__nand2_1, 167 x sky130_fd_sc_hd__a21oi_1.
- After floorplanning, the core was divided into 82 placement rows.
- The start point of the worst min-delay path is s_tmp[4], for reference.
- The number of fill cells in the layout is 3768, for reference.
- The region available for standard cell placement spans 50580 µm².
- The share of the Yosys chip area taken by registers is 56.30%.
- Looking at the hold checks, the worst path lands on s_6[4].
- The count of TritonRoute iterations in the first routing pass is 7, for reference.
- The sort of element at the end of the critical path is an output port, for reference.
- The flow ran to the end, and the final reports show no timing, DRC or antenna violations.
- The analysis attributes to net switching a power of 0.6476 mW.
- Measured against its own limit, the worst slew margin works out to 43.72%.
==> flip-flops by register name, indices dropped and copies added (netlist names) <==
name,flops
MUL_tmp,81
MUL_tmp3,81
cnt,3
done,1
r_Ber,63
s_6,6
s_tmp,8
sqr_z_r,81
x_81,81
z_r,81
==> layer usage <==
layer,up-vias,track usage [%]
met1,10790,53.93
met5,-,0.2757
li1,10030,-
met2,1233,54.32
met4,6,8.625
met3,149,13.80
==> metrics by stage <==
step | hold WS, ns | utilization (%) | std cells | cell area, µm² | total power, mW
after floorplan | 0.4560 | - | 2405 | 25830 | 1.210
after global placement | 0.4680 | 61.37 | 3406 | 31040 | 1.420
after detailed placement | 0.4819 | 61.37 | 3406 | 31040 | 1.423
after global routing | 0.5102 | 64.54 | 3505 | 32650 | 2.124
final | 0.4911 | 64.56 | 3508 | 32650 | 2.038
after CTS | 0.4957 | 64.50 | 3497 | 32630 | 2.040
==> final cells by class <==
| type | count | area (µm²) | area share [%] |
|---|---|---|---|
| sequential | 486 | 14540 | 44.54 |
| multi-input combinational | 1697 | 10510 | 32.17 |
| timing repair buffer | 507 | 4975 | 15.23 |
| clock buffer | 61 | 1291 | 3.954 |
| tap | 672 | 840.8 | 2.575 |
| clock inverter | 30 | 294.0 | 0.9005 |
| inverter | 44 | 175.2 | 0.5364 |
| antenna | 11 | 27.53 | 0.08430 |
==> cell usage after synthesis, types with 9 or more instances <==
cell                       instances
sky130_fd_sc_hd__nand3_1          91
sky130_fd_sc_hd__a22oi_1          93
sky130_fd_sc_hd__buf_1            17
sky130_fd_sc_hd__a222oi_1        113
sky130_fd_sc_hd__nand4_1          27
sky130_fd_sc_hd__a211oi_1         10
sky130_fd_sc_hd__dfrtp_1          10
sky130_fd_sc_hd__a21oi_1         167
sky130_fd_sc_hd__edfxtp_1        476
sky130_fd_sc_hd__ha_1             96
sky130_fd_sc_hd__o211ai_1          9
sky130_fd_sc_hd__nor3_1           22
sky130_fd_sc_hd__clkbuf_1        153
sky130_fd_sc_hd__xnor2_1          44
sky130_fd_sc_hd__and3_1            9
sky130_fd_sc_hd__a21o_1           34
sky130_fd_sc_hd__o31ai_1          10
sky130_fd_sc_hd__nand2b_1         11
sky130_fd_sc_hd__a221oi_1         37
sky130_fd_sc_hd__a31oi_1          16
sky130_fd_sc_hd__nor2_1          309
sky130_fd_sc_hd__nor2b_1           9
sky130_fd_sc_hd__o21ai_0         158
sky130_fd_sc_hd__o21bai_1         19
sky130_fd_sc_hd__inv_1            43
sky130_fd_sc_hd__xor2_1           33
sky130_fd_sc_hd__o21a_1           12
sky130_fd_sc_hd__nand2_1         268
==> worst max-delay path, delay by kind of cell <==
| family | cells | cell delay (ns) |
|---|---|---|
| buffers and inverters | 2 | 0.84 |
| AOI/OAI and AO/OA | 1 | 0.34 |
| and+or+nand+nor | 1 | 0.09 |
==> power groups by stage <==
| stage | Clock [mW] | Sequential, mW | Combinational (mW) |
|---|---|---|---|
| 6_report | 0.618 | 0.838 | 0.582 |
| 5_1_grt | 0.649 | 0.841 | 0.634 |
| 4_1_cts | 0.626 | 0.838 | 0.577 |
==> how the worst max path moves through the flow <==
stage                    to  depth (start not counted)  slack [ns]            start
6_report  MUL_data_in_b[42]                          4       16.55  sqr2_isigma[42]
5_1_grt   MUL_data_in_b[29]                          4       16.50  sqr2_isigma[29]
4_1_cts   MUL_data_in_b[42]                          4       16.55  sqr2_isigma[42]
==> cells by family after synthesis <==
family	after synthesis	synth area share, %
muxes	12	0.5424
DFF	486	56.30
adders and majority gates	97	4.727
AOI/OAI and AO/OA	739	19.90
and+or+nand+nor	772	12.65
xor gates and xnor gates	77	2.611
buffers and inverters	222	3.274
Power is estimated from default activity; no workload was simulated.
